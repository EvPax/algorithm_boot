==> ./design.v <==
module algoritm_booth
#(	parameter WIDTH = 4 )
(
	input enable,
	input clock,
	input [WIDTH - 1 : 0] mpd,  
	input [WIDTH - 1 : 0] mpr,  
	output reg [ (2 * WIDTH) - 1 : 0] res,
	output reg [WIDTH - 1 : 0] cnt,
	output reg [2 * WIDTH  : 0] A,
	output reg [2 * WIDTH  : 0] S,
	output reg [2 * WIDTH  : 0] P
);
	parameter START = 2'b00;
	parameter RUN = 2'b01;
	parameter SHIFT = 2'b10;
	parameter RESULT = 2'b11;
	reg [1:0] state_current;
	reg [1:0] state_next;
	wire [WIDTH - 1 : 0] mpd_neg;
	always @ ( posedge clock ) begin
		if( !enable ) begin
			state_current <= START;
		end
		else begin
			state_current <= state_next;
		end
	end
	always @ ( * ) begin
		case( state_current )
			START: begin
				if (enable) begin
					state_next = RUN;
				end
				else begin
					state_next = START;
				end
			end
			RUN: begin
				state_next = SHIFT;
			end
			SHIFT: begin
				if( cnt ==  (WIDTH - 1) ) begin
					state_next = RESULT;
				end	
				else begin
					state_next = RUN;
				end
			end
			RESULT: begin
				state_next = START;
			end
		endcase
	end
	assign mpd_neg = -mpd;
	always @ ( posedge clock ) begin
		case( state_current )
			START: begin
				A <= { mpd, { (WIDTH + 1){1'b0} } };
				S <= { mpd_neg, { (WIDTH+1){1'b0} } };
				P <= { { (WIDTH){1'b0} }, mpr, 1'b0};
				cnt  <= 1'b0;
			end
			RUN: begin
				case(P[1:0])
					2'b01: begin
						P <= P + A;
					end
					2'b10: begin
						P <= P + S;	
					end
				endcase
			end
			SHIFT: begin
				P <= {P[2 * WIDTH], P[2 * WIDTH : 1]};
				cnt <= cnt + 1'b1;
			end
			RESULT: begin
				res <= P[(2 * WIDTH) : 1];
			end
		endcase
	end
endmodule
module seven_seg_digit
(
    input      [3:0] dig,
    output reg [7:0] hex
);
    always @*
        case (dig)
        4'h0: hex = 8'b11000000;
        4'h1: hex = 8'b11111001;
        4'h2: hex = 8'b10100100;
        4'h3: hex = 8'b10110000;
        4'h4: hex = 8'b10011001;
        4'h5: hex = 8'b10010010;
        4'h6: hex = 8'b10000010;
        4'h7: hex = 8'b11111000;
        4'h8: hex = 8'b10000000;
        4'h9: hex = 8'b10010000;
        4'ha: hex = 8'b10001000;
        4'hb: hex = 8'b10000011;
        4'hc: hex = 8'b11000110;
        4'hd: hex = 8'b10100001;
        4'he: hex = 8'b10000110;
        4'hf: hex = 8'b10001110;
        endcase
endmodule
module top
(	
	input MAX_CLK1_50,
	input [ 8:0 ] SW,
	output [ 8:0 ] LED,
	output [ 7:0 ] HEX0,
	output [ 7:0 ] HEX1
);
	wire [ 7:0 ] res_tmp;
	assign LED = SW;
	algoritm_booth #(	.WIDTH (4) ) multiplication
	(
		.enable ( SW[0] ),
		.clock ( MAX_CLK1_50 ),
		.mpd ( SW[ 8:5 ] ), 
		.mpr ( SW[ 4:1 ] ),
		.res ( res_tmp )
	);
	seven_seg_digit result_h
(
    .dig ( res_tmp[ 7:4 ] ),
    .hex ( HEX1 )
);
	seven_seg_digit result_l
(
    .dig ( res_tmp[ 3:0 ] ),
    .hex ( HEX0 )
);
endmodule
==> ./run.sh <==
#!/bin/bash
# OpenROAD 26Q1-2900-gdf79404cd8, Yosys 0.63+post, stock flow scripts
make -C /OpenROAD-flow-scripts/flow DESIGN_CONFIG=/design/flow/config.mk WORK_HOME=/design/flow/orfs finish
==> ./config.mk <==
export PLATFORM = sky130hd
export DESIGN_NAME = top
export DESIGN_NICKNAME = top
export VERILOG_FILES = /design/flow/design.v
export SDC_FILE = /design/flow/constraint.sdc
export NUM_CORES = 4
export LEC_CHECK = 1
export CORE_UTILIZATION = 30
==> ./constraint.sdc <==
current_design top

set clk_period 3.0
set clk_io_pct 0.2

create_clock -name clk0 -period $clk_period [get_ports {MAX_CLK1_50}]

set non_clock_inputs [all_inputs -no_clocks]
set_input_delay [expr $clk_period * $clk_io_pct] -clock clk0 $non_clock_inputs
set_output_delay [expr $clk_period * $clk_io_pct] -clock clk0 [all_outputs]
==> run_results.csv <==
group,metric,value,unit
layout,areaGrowthSynthToFinish,18.35,%
cts,clkTransAtPathRegs,0.09,ns
cts,cts_resized,0,
synth,async_flop_share,0,%
setup_path,critPathLaunch,"SW[7]",
floorplan,initCoreUtil,31.85,%
timing,fin_hold_ws,0.4979,ns
setup_path,crit_cells,2,
global_route,grtUsageTotal,9.279,%
route,drt-vias-per-instance,4.331,
synth,avgSynthCellArea,12.62,um^2
route,drt_wl_total,3394,um
setup_path,cp_slowest_cell,"clkdlybuf4s50_1",
route,drc_errors,0,
power_and_ir_drop,p_sw,0.2780,mW
setup_path,start_kind,"input pin",
synth,xor_area_share,2.969,%
power_and_ir_drop,ir_worst_vdd,290.2,uV
layout,fin_cells,314,
setup_path,critPathMostFrequentCell,"clkdlybuf4s50_1",
setup_path,cp_top_family,"buffers and inverters",
floorplan,die_w,90.69,um
route,ant_nets,0,
timing,clock.fmax,452.1,MHz
synth,ys_ff,46,
synth,fa_ha_area_share,10.39,%
setup_path,r2r-start,"multiplication.P[1]",
timing,period_used_share,73.73,%
floorplan,die_h,90.69,um
floorplan,io_pins,35,
global_route,grt_pass1_vias,1354,
cts,cts_hold_buf,0,
timing,tightest_slew,0.5755,ns
placed_design,gp_congestion,0.7837,
setup_path,critical_path_required,2.40,ns
global_route,grt_pass1_wl,6127,um
setup_path,worst-path-buf-inv,2,
global_route,antenna_found_initial,0,
placed_design,dp_hpwl,2449,um
synth,ys_sh_aoi,8.802,%
layout,drive_above_1_share,11.63,%
timing,finalHoldViolations,0,
global_route,grt_max_degree,18,
placed_design,numPortBuffers,32,
timing,rsz0062_at_grt,"no",
cts,cts_tree,"built",
timing,final.setup.tns,0,ns
setup_path,cp_data_arrival_time,1.61,ns
setup_path,crit_type,"in -> out",
cts,insertion_delay,0.29,ns
placed_design,dp.cells,306,
power_and_ir_drop,intPower,0.9404,mW
synth,netlist-cell-type-count,36,
synth,postSynthSeqShare,50.90,%
route,diodes,0,
setup_path,r2r-end,"multiplication.P[8]",
power_and_ir_drop,power_density,436.3,nW/um^2
floorplan,rows,31,
setup_path,critPathCaptureType,"primary output",
power_and_ir_drop,seqPwrFrac,60.8,%
cts,cts-htree-levels,2,
synth,ys.flop_type,"edfxtp_1",
power_and_ir_drop,p_leak,1.097,nW
run,drv_cap,0,
run,warnings,35,
cts,cts_buffers,5,
layout,filler_cell_count,722,
synth,ys_top_logic_family,"multiplexers",
setup_path,path_cells,"clkdlybuf4s50_1 > clkdlybuf4s50_1",
setup_path,reg2reg_depth,6,
synth,ys_warn_count,2,
cts,cts_root_buf,"clkbuf_8",
synth,edf_count,28,
placed_design,dpl_cell_area,2706,um^2
setup_path,endpoint,"LED[7]",
setup_path,reg2reg_slack,0.88,ns
synth,ys_cells,187,
power_and_ir_drop,share_comb_of_total_power,9.0,%
synth,mux_share,12.30,%
route,wl_per_cell,10.81,um
timing,setup-violations-final,0,
route,drtPass1Iterations,3,
status,status,"finished clean",
synth,syn_area,2360,um^2
power_and_ir_drop,pwr-share-clk,30.2,%
timing,max_slew_margin,60.53,%
min_path,hold_class,"reg -> reg",
layout,stdcell_area,2793,um^2
timing,drv_slew,0,
cts,clockBufferDepth,2,
setup_path,max_stage_delay,0.53,ns
cts,cts_num_sinks,46,
floorplan,core,7408,um^2
floorplan,chip_area,8225,um^2
setup_path,path_max_fanout,4,
power_and_ir_drop,sw_frac_of_total,22.82,%
timing,fin_crit,2.212,ns
cts,cts_setup_buffers,0,
timing,finClkSkew,0.01040,ns
synth,yosysChipArea,2360,um^2
synth,syn_inst,187,
synth,ys_sh_simple,7.317,%
route,vias,1360,
global_route,overflow,0,
route,drtIter0Drc,34,
## registers in the layout, summed over array words and instances (netlist names)
signal                        count
multiplication.P                  9
multiplication.res                8
HEX0                              7
HEX1                              7
multiplication.A                  4
multiplication.cnt                4
multiplication.state_current      4
multiplication.S                  3
## final cells by class
| cell class | count | area (um^2) | share of cell area, % |
|---|---|---|---|
| tap | 99 | 123.9 | 4.435 |
| inverter | 12 | 45.04 | 1.613 |
| multi-input combinational | 114 | 993.5 | 35.57 |
| sequential | 46 | 1201 | 43.01 |
| clock buffer | 6 | 72.57 | 2.599 |
| timing repair buffer | 35 | 342.8 | 12.28 |
| clock inverter | 2 | 13.76 | 0.4928 |
## cell usage after synthesis, drive strengths merged, types with 3 or more instances
cell	n	area, um^2
and3	3	18.77
mux2	8	90.09
nand2	6	22.52
nand3	4	20.02
xnor2	6	52.55
nor3	4	20.02
a211oi	3	32.53
and2	5	31.28
inv	12	45.04
edfxtp	28	840.8
dfxtp	18	360.4
buf	14	116.4
o2bb2ai	4	35.03
nor2	7	26.28
mux2i	18	200.2
ha	18	225.2
a22o	9	78.83
## kinds of logic after synthesis
| family | count (synthesis) |
|---|---|
| other | 1 |
| adder cells (fa/ha/maj) | 19 |
| AND-OR/OR-AND | 25 |
| flip-flops | 46 |
| buffers and inverters | 28 |
| AND/OR/NAND/NOR | 34 |
| multiplexers | 26 |
| XOR/XNOR | 8 |
## stage by stage
| stage | worst slack [ns] | power (mW) | util (%) |
|---|---|---|---|
| after floorplan | 1.021 | 0.8258 | - |
| after detailed placement | 0.7868 | 0.8673 | 36.53 |
| after global placement | 0.7920 | 0.8650 | 36.53 |
| final | 0.7882 | 1.218 | 37.70 |
| after global routing | 0.7332 | 1.291 | 37.70 |
| after CTS | 0.7842 | 1.239 | 37.70 |
## power by group through the flow
stage	combinational (mW)	sequential (mW)	clock (mW)
CTS	0.112	0.742	0.385
global route	0.125	0.748	0.418
finish	0.110	0.740	0.368
## worst min-delay path by stage
stage / startpoint / end / slack, ns / cells past startpoint
final: multiplication.P[3] / multiplication.res[2] / 0.50 / 0
after global routing: multiplication.P[3] / multiplication.res[2] / 0.52 / 0
after CTS: multiplication.P[3] / multiplication.res[2] / 0.49 / 0
## per-layer routing
layer | GRT usage, % | routed length, um | vias to the layer above | share of wire (%)
met4 | 0.9409 | 21 | 0 | 0.62
met3 | 2.479 | 163 | 2 | 4.8
met5 | 0 | 0 | - | 0
li1 | - | - | 713 | -
met2 | 14.02 | 1412 | 28 | 42
met1 | 14.33 | 1796 | 617 | 53
## cell usage in the layout, fill, tap and decap left out, types with 6 or more instances in the layout
cell type / instances
clkdlybuf4s50_1: 32
edfxtp_1: 28
dfxtp_1: 18
ha_1: 18
mux2i_1: 15
inv_1: 12
a22o_1: 9
mux2_2: 8
nor2_1: 7
nand2_1: 6
xnor2_1: 6
No activity file was given, so power comes from the tool's default toggle rates.
